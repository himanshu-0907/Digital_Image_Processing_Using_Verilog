===== run.sh =====
#!/bin/bash
# OpenROAD 26Q1-2900-gdf79404cd8, Yosys 0.63+post, stock flow scripts
make -C /OpenROAD-flow-scripts/flow DESIGN_CONFIG=/design/flow/config.mk WORK_HOME=/design/flow/orfs finish

===== config.mk =====
export PLATFORM = sky130hd
export DESIGN_NAME = process
export DESIGN_NICKNAME = process
export VERILOG_FILES = /design/flow/design.v
export SDC_FILE = /design/flow/constraint.sdc
export NUM_CORES = 4
export LEC_CHECK = 1
export CORE_UTILIZATION = 30

===== constraint.sdc =====
current_design process

set clk_period 7.3
set clk_io_pct 0.2

create_clock -name clk0 -period $clk_period [get_ports {clka}]

set non_clock_inputs [all_inputs -no_clocks]
set_input_delay [expr $clk_period * $clk_io_pct] -clock clk0 $non_clock_inputs
set_output_delay [expr $clk_period * $clk_io_pct] -clock clk0 [all_outputs]

===== design.v =====
`timescale 1ns / 1ps
module process(Rout,Gout,Bout,OKout,Rin,Gin,Bin,operation,value,clka,reset,OKin);
input clka,reset,OKin;
input [7:0]Rin,Gin,Bin,value;
input [2:0]operation;
output reg [7:0]Rout,Gout,Bout;
output reg OKout;
reg [7:0]Rtemp,Gtemp,Btemp;
always@(negedge clka)
    begin
        if(reset)
            begin
                Rout <= 8'd0;
			    Gout <= 8'd0;
			    Bout <= 8'd0;
			    OKout = 1'b0;
            end
        else if(operation == 3'b000) 
           begin
               if(OKin)
				   begin 
				       Rtemp = Rin + value;
				       Gtemp = Gin + value;
				       Btemp = Bin + value;
				       if(Rtemp > 255) Rout <= 255;
				       else Rout <= Rtemp;
				       if(Gtemp > 255) Gout <= 255;
				       else Gout <= Gtemp;
				       if(Btemp > 255) Bout <= 255;
				       else Bout <= Btemp;
				       OKout = 1'b1;
				   end
			   else		
			       begin
			            Rout <= 8'd0;
			            Gout <= 8'd0;
			            Bout <= 8'd0;
			            OKout = 1'b1;
			       end	
           end
        else if(operation == 3'b001) 
           begin
               if(OKin)
				   begin 
				       Rtemp = Rin - value;
				       Gtemp = Gin - value;
				       Btemp = Bin - value;
				       if(Rtemp  < 0) Rout <= 0;
				       else Rout <= Rtemp;
				       if(Gtemp < 0) Gout <= 0;
				       else Gout <= Gtemp;
				       if(Btemp < 0) Bout <= 0;
				       else Bout <= Btemp;
				       OKout = 1'b1;
				   end
			   else		
			       begin
			            Rout <= 8'd0;
			            Gout <= 8'd0;
			            Bout <= 8'd0;
			            OKout = 1'b1;
			       end	
           end
        else if(operation == 3'b010) 
           begin
               if(OKin)
				   begin 
				       Rout <= (Rin >> 2) + (Rin >> 5) + (Rin >> 6) + (Gin >>1) + (Gin >>4) + (Gin >>6) + (Bin >>4) + (Bin >>5) + (Bin >>6);
			           Gout <= (Rin >> 2) + (Rin >> 5) + (Rin >> 6) + (Gin >>1) + (Gin >>4) + (Gin >>6) + (Bin >>4) + (Bin >>5) + (Bin >>6);
			           Bout <= (Rin >> 2) + (Rin >> 5) + (Rin >> 6) + (Gin >>1) + (Gin >>4) + (Gin >>6) + (Bin >>4) + (Bin >>5) + (Bin >>6);
			OKout = 1'b1;
				   end
			   else		
			       begin
			            Rout <= 8'd0;
			            Gout <= 8'd0;
			            Bout <= 8'd0;
			            OKout = 1'b1;
			       end	
           end
        else if(operation == 3'b011) 
           begin
               if(OKin)
				   begin 
				       Rout <= Rin;
			           Gout <= 8'd0;
			           Bout <= 8'd0;
			OKout = 1'b1;
				   end
			   else		
			       begin
			            Rout <= 8'd0;
			            Gout <= 8'd0;
			            Bout <= 8'd0;
			            OKout = 1'b1;
			       end	
           end
        else if(operation == 3'b100) 
          begin
              if(OKin)
			     begin
			         Rout <= 8'd0;
			         Gout <= Gin;
			         Bout <= 8'd0;
			         OKout = 1'b1;
				   end
			   else		
			       begin
			            Rout <= 8'd0;
			            Gout <= 8'd0;
			            Bout <= 8'd0;
			            OKout = 1'b1;
			       end	
           end
        else if(operation == 3'b101) 
          begin
              if(OKin)
			     begin
			         Rout <= 8'd0;
			         Gout <= 8'd0;
			         Bout <= Bin;
			         OKout = 1'b1;
				   end
			   else		
			       begin
			            Rout <= 8'd0;
			            Gout <= 8'd0;
			            Bout <= 8'd0;
			            OKout = 1'b1;
			       end	
           end
        else if(operation == 3'b110) 
          begin
            if(OKin)
                begin
                    Rtemp = (Rin >> 2) + (Rin >> 5) + (Rin >> 6) + (Gin >>1) + (Gin >>4) + (Gin >>6) + (Bin >>4) + (Bin >>5) + (Bin >>6);
			        Gtemp = (Rin >> 2) + (Rin >> 5) + (Rin >> 6) + (Gin >>1) + (Gin >>4) + (Gin >>6) + (Bin >>4) + (Bin >>5) + (Bin >>6);
			        Btemp = (Rin >> 2) + (Rin >> 5) + (Rin >> 6) + (Gin >>1) + (Gin >>4) + (Gin >>6) + (Bin >>4) + (Bin >>5) + (Bin >>6);
			        if(Rtemp > value) Rout <= 8'd0;
			        else Rout <= 8'd255;
			        if(Gtemp > value) Gout <= 8'd0;
			        else Gout <= 8'd255;
			        if(Btemp > value) Bout <= 8'd0;
			        else Bout <= 8'd255;
			        OKout = 1'b1;
			    end
			else
			    begin
			        Rout <= 8'd0;
			        Gout <= 8'd0;
			        Bout <= 8'd0;
			        OKout = 1'b0;
			    end
           end
        else if(operation == 3'b111) 
          begin
              if(OKin)
			     begin
			         Rout <= 255 - Rin;
			         Gout <= 255 - Gin;
			         Bout <= 255 - Bin;
			         OKout = 1'b1;
				   end
			   else		
			       begin
			            Rout <= 8'd0;
			            Gout <= 8'd0;
			            Bout <= 8'd0;
			            OKout = 1'b1;
			       end	
           end
    end
endmodule

==> flow_summary_export.csv <==
group,metric,value,unit
status,status,"complete, but fails checks",
status,failed_checks,"setup timing",
detailed_routing,route.detailed.drc,0,
worst_setup_path,endpoint_kind,"flop",
finish,drive_gt1_share,28.9,%
timing,fin_ws,-2.90,ns
synthesis,ys_area,4450,um^2
clock_network,h-tree-depth,1,
timing,setup_tns,-66.19,ns
place,gp_congestion,1.01,
synthesis,synthXorXnorAreaFrac,5.12,%
worst_setup_path,cp_max_fo,5,
min_path,hold_path_class,"input port to flop",
synthesis,ff_type,"dfxtp_1",
clock_network,cts_sinks,25,
pwr,pwr-share-clk,10.8,%
detailed_routing,viasPerCell,5.15,
pwr,p_sw_share,43.3,%
die,die_height,124,um
synthesis,synth.top_cell.area_share,18.8,%
place,hpwlAfterDp,13.8,mm
global_route,grt_pass1_vias,4828,
pwr,total_power,1.74,mW
clock_network,root_buffer,"clkbuf_16",
worst_setup_path,cp-start-kind,"input port",
timing,tightestPinTransition,0.443,ns
timing,slew_headroom,70.1,%
die,fp_util,30.7,%
pwr,pwr-share-seq,9.2,%
synthesis,edf_count,0,
global_route,grt_max_degree,51,
pwr,powerDensity,259,nW/um^2
synthesis,ys_ff,25,
die,die_w,124,um
timing,rsz0062_at_grt,"true",
clock_network,cts_buffer_depth,2,
worst_setup_path,endpoint,"Gout[3]",
synthesis,ys_cells,559,
synthesis,synth.largest_area_cell,"ha_1",
timing,hold_viol,0,
detailed_routing,wl_per_cell,17.5,um
pwr,switchingPower,753,uW
pwr,leakagePower,3.21,nW
worst_setup_path,cpMaxStageDelayCell,"fa_1",
synthesis,aoi_share,25.6,%
detailed_routing,antenna_cells,0,
die,die-area,15300,um^2
flow_run,maxCapViolations,0,
global_route,grt_usage,23.0,%
finish,fin_cells,955,
flow_run,tool_warnings,74,
die,coreArea,14500,um^2
worst_setup_path,worstPathRequired,3.92,ns
global_route,antenna_found_initial,0,
synthesis,syn_inst,559,
synthesis,mux_share,1.15,%
die,pin_count,63,
place,dp_cells,913,
place,io_buffers,62,
pwr,comb_power_share,80.1,%
synthesis,syn_area_per_cell,7.96,um^2
synthesis,syn_area,4450,um^2
pwr,ir_drop,0.196,mV
global_route,grt_pass1_wl,25.6,mm
finish,synthToLayoutAreaGrowth,51.1,%
detailed_routing,drt-initial-drc-count,231,
detailed_routing,drt-total-wl,16.8,mm
timing,setup_violations,24,
die,num_rows,44,
synthesis,synth_cell_types,67,
global_route,overflow,0,
worst_setup_path,path_cells,"buf_12 > fa_1 > inv_2 > fa_1 > fa_1 > fa_1 > fa_2 > fa_2 > nand2b_4 > a21oi_4 > o21a_1 > nor2_2 > xnor2_1 > ha_1 > and4_4 > a21o_1 > or3_4 > buf_6 > a2111o_1 > a21o_1 > o211ai_1",
detailed_routing,ant_nets,0,
worst_setup_path,crit_top_cell,"fa_1",
synthesis,simple_gate_area_share,18.3,%
worst_setup_path,crit_arrival,6.82,ns
synthesis,logic_family,"adder cells",
synthesis,topCellsByArea,"ha_1 19%, fa_1 12%, dfxtp_1 11%",
clock_network,numCtsBuffers,3,
detailed_routing,first_pass_iters,4,
clock_network,path_clk_slew,0.03,ns
clock_network,cts_tree,"yes",
min_path,hold_path.startpoint,"Rin[2]",
detailed_routing,dr_total_vias,4919,
synthesis,synth_adder_area_share,30.5,%
synthesis,ys_seq_share,11.3,%
synthesis,yosys_warnings,1,
worst_setup_path,startpoint,"Rin[2]",
worst_setup_path,cp_slowest_stage_delay,0.55,ns
synthesis,async_flop_share,0,%
pwr,power.internal,985,uW
worst_setup_path,crit_type,"input port to flop",
timing,slew_viol_final,0,
-- state kept, by name, indices dropped and copies added (netlist names) --
register,count
Bout,8
Gout,8
Rout,8
OKout,1
-- kinds of logic after synthesis --
kind of cell               count (synthesis)
muxes                                      5
DFF                                       25
and+or+nand+nor                          154
xor gates and xnor gates                  26
adders and majority gates                 93
AOI/OAI and AO/OA                        163
buffers and inverters                     93
-- cell usage in the layout, fill, tap and decap left out, drive strengths merged, types with 6 or more instances in the layout --
cell type      count
a21oi             41
dfxtp             25
a211oi             9
nor3               8
nand3              9
clkdlybuf4s50     45
a221oi             6
xnor2             20
fa                26
o221ai             7
nand2b            16
and3               6
a21o              10
nand2             38
nor2b             12
ha                67
buf              154
o21a               7
inv               93
clkbuf             6
o21ai             30
xor2               6
nor2              37
-- how the worst min path moves through the flow --
stage                 endpoint  depth (start not counted)
after CTS              Rout[2]                          4
final                  Rout[2]                          4
after global routing   Rout[2]                          4
-- power by group through the flow --
stage	sequential [mW]	combinational [mW]	clock, mW
final	0.159	1.39	0.187
after global routing	0.161	1.52	0.210
after CTS	0.160	1.22	0.193
-- metal layers --
layer / GRT usage [%] / vias to the layer above / share of wire, %
li1: - / 2403 / -
met1: 30.8 / 2305 / 44
met2: 37.1 / 174 / 45
met3: 5.14 / 37 / 6.7
met4: 7.30 / 0 / 3.9
met5: 0 / - / 0
-- per-stage QoR --
stage	instance area [um^2]	hold slack (ns)	setup slack (ns)	utilization [%]
CTS	6520	5.21	-2.96	45.0
global route	6720	5.18	-3.06	46.4
floorplan	4460	5.27	-2.94	-
global placement	6210	5.77	-3.77	42.9
detailed placement	6210	5.77	-3.83	42.9
finish	6720	5.18	-2.90	46.4
-- repair_timing --
item                                    CTS  global route
hold buffers                              0             0
resized                                  84            36
pin swaps                                34            28
endpoints found under the setup margin   24            24
buffers inserted                          6             9
-- synthesized netlist by cell type (all sizes together) (4+ instances only) --
master  instances
xnor2          20
a31oi           5
o21bai          4
inv            68
a21oi          41
and3            6
nand3           9
mux2i           4
clkbuf         19
o21ai          30
a211oi          9
nand3b          5
xor2            6
o211ai          5
a221oi          6
a21o           10
nor3            8
buf             5
o21a            7
nand2          38
dfxtp          25
nor4b           5
o31ai           4
nand2b         16
nor2           37
ha             67
o221ai          7
nor2b          12
a211o           5
nor4            5
fa             26
a22oi           5
-- area by class of cell --
class                           count  area [um^2]
Sequential cell                    25          500
Fill cell                        1378         7760
Clock buffer                        3         75.1
Tap cell                          184          230
Multi-Input combinational cell    441         3820
Timing Repair Buffer              208         1740
Clock inverter                     26          105
Inverter                           68          255
-- critical path, delay by kind of cell --
| kind | cells | cell delay [ns] |
|---|---|---|
| buf+inv | 3 | 0.29 |
| fa+ha+maj | 7 | 3.00 |
| xor+xnor | 1 | 0.12 |
| simple gates | 4 | 0.83 |
| compound gates | 6 | 1.14 |
Power figures rest on the tool's default switching activity, not on a simulated workload.
